**design/flow/run.sh**
```bash
#!/bin/bash
# OpenROAD 26Q1-2900-gdf79404cd8, Yosys 0.63+post, stock flow scripts
make -C /OpenROAD-flow-scripts/flow DESIGN_CONFIG=/design/flow/config.mk WORK_HOME=/design/flow/orfs finish
```
**design/flow/config.mk**
```make
export PLATFORM = sky130hd
export DESIGN_NAME = convolution_coprocessor_realAdder
export DESIGN_NICKNAME = convolution_coprocessor_realAdder
export VERILOG_FILES = /design/flow/design.v
export SDC_FILE = /design/flow/constraint.sdc
export NUM_CORES = 4
export LEC_CHECK = 1
export CORE_AREA = 10 10 70 70
export DIE_AREA = 0 0 80 80
```
**design/flow/constraint.sdc**
```tcl
current_design convolution_coprocessor_realAdder

set clk_period 5.0
set clk_io_pct 0.2

create_clock -name clk0 -period $clk_period

set non_clock_inputs [all_inputs -no_clocks]
set_input_delay [expr $clk_period * $clk_io_pct] -clock clk0 $non_clock_inputs
set_output_delay [expr $clk_period * $clk_io_pct] -clock clk0 [all_outputs]
```
**design/flow/design.v**
```verilog
module convolution_coprocessor_realAdder
#(
   parameter DATA_WIDTH = 6)
(
    input  [DATA_WIDTH-1 : 0] re_A,
	input  [DATA_WIDTH-1 : 0] re_B,
    output [DATA_WIDTH-1 : 0] re_out
);
	reg signed  [DATA_WIDTH -1: 0] temp_RA;
	reg signed  [DATA_WIDTH -1: 0] temp_RB;
	wire signed [DATA_WIDTH -1: 0] temp_RE;
	always@(re_A, re_B)
	begin
		temp_RA = re_A;
		temp_RB = re_B;
	end 
	assign temp_RE = temp_RA + temp_RB;
	assign re_out = temp_RE;
endmodule
```
==> flow.log <==
[flow] summary of implementation run
[metrics] largest net degree at the start of global routing: 5
[metrics] Worst setup EP type: output port
[metrics] dominant logic cell types in the final layout: 18 x sky130_fd_sc_hd__clkdlybuf4s50_1, 5 x sky130_fd_sc_hd__ha_1, 3 x sky130_fd_sc_hd__xnor2_1, 2 x sky130_fd_sc_hd__xor2_1, 2 x sky130_fd_sc_hd__a21oi_1
[metrics] worst setup path end: re_out[4]
[metrics] total net switching power: 14.6 uW
[metrics] antenna violations before repair: 0
[metrics] number of maximum-capacitance violations: 0
[metrics] flip-flop and latch area: 0 sq um
[metrics] I/O pins: 18
[metrics] combinational fraction of design power: 100.0%
[metrics] post-synthesis share of cell area spent on and, or, nand and nor gates: 0%
[metrics] setup repair after global routing missed its margin: false
[metrics] Hold Path Cell Cnt: 3
[metrics] total power divided by cell area: 112 nW/um^2
[metrics] Yosys warnings: 1
[metrics] total placed cells including tap cells: 83
[metrics] Commonest Layout Cell: sky130_fd_sc_hd__clkdlybuf4s50_1
[metrics] PortBufs: 18
[metrics] Total Routed Length: 690 um
[metrics] sequential share of the synthesized area: 0%
[metrics] kind of start point of the critical path: input port
[metrics] Die X-Extent: 80 um
[metrics] length of the first detailed-routing pass in iterations: 2
[metrics] final std cells w/o fill: 83
[metrics] number of warnings the tools reported: 32
[metrics] Cell Rows: 21
[metrics] cycle use final: 83.1%
[metrics] final std cell area, no fill: 424 sq um
[metrics] first-pass GRT wire length: 1240 um
[metrics] peak fanout along the critical path: 3
[metrics] post-CTS resize count: 0
[metrics] yosys stat chip area: 186 sq um
[metrics] Hold Violations, Final: 0
[metrics] maximum VDD drop: 0.0424 mV
[metrics] Inserted Diodes: 0
[metrics] post-synthesis compound-gate area fraction: 32.2%
[metrics] GR met2 Demand/Resource: 2.49%
[metrics] Post-DRT Antenna Nets: 0
[metrics] count of instantiated cells in the yosys netlist: 19
[metrics] Internal Power: 32.9 uW
[metrics] post-detailed-route DRC marker count: 0
[metrics] WL per Instance: 8.31 um
[metrics] final standard cell utilization of the core: 12.4%
[metrics] drt first-iter violations: 23
[metrics] clk_buf instances: 0
[metrics] Flop pwr share: 0%
[metrics] type of the worst setup path: in -> out
[metrics] average instance area after synthesis: 9.81 sq um
[metrics] run status: completed
[metrics] number of instances in the synthesized netlist: 19
[metrics] DP Area: 424 sq um
[metrics] CP required: 4.00 ns
[metrics] sw frac: 30.8%
[metrics] Clock power frac: 0%
[metrics] most utilized layer in the global route result: met1
[metrics] number of vias per cell after detailed routing: 2.48
[metrics] first element of the critical path: re_A[0]
[metrics] GR Layer Usage met3: 1.36%
[metrics] flip-flops: 0
[metrics] synthesized-area fraction occupied by adder cells: 44.3%
[metrics] chip height: 80 um
[metrics] global-route track usage on met1: 3.76%
[metrics] synthesized area: 186 sq um
[metrics] relative area change from synthesis to final layout: 128%
[metrics] data arrival time at the worst-slack endpoint: 3.15 ns
[metrics] main kind of combinational logic by area: adder cells
[metrics] clock period minus final worst setup slack: 4.15 ns
[metrics] unique cell type count in the Yosys netlist: 11
[metrics] fraction of layout instances using a drive strength above 1: 8.11%
[metrics] Pre-Place Util: 5.46%
[metrics] Placeable Area: 3420 sq um
[metrics] path class of the lowest-slack min-delay path: in -> out
[metrics] Post-CTS Repair Setup Buffers: 0
[metrics] routability congestion estimate from global placement: 0.784
[metrics] maximum clock frequency: 0.241 GHz
[metrics] slew at the pin closest to its max-slew limit: 0.203 ns
[metrics] number of global-route vias before repair: 248
[metrics] vias after detailed routing: 206
[metrics] Remaining Overflow, GRT: 0
[metrics] Post-CTS Hold Fix Bufs: 0
[metrics] GR Util All Layers: 2.31%
[metrics] area share of xor/xnor cells in the synthesized design: 23.5%
[metrics] Setup Total Neg Slack: 0 ns
[metrics] number of endpoints failing setup at the final stage: 0
[metrics] multiplexer fraction of the synthesized cell area: 0%
[metrics] die area: 6400 sq um
[metrics] worst-case headroom to the max-slew limit: 86.5%
[metrics] Max Slew Vio Count: 0
[metrics] Total Power Consumption: 47.6 uW
[metrics] P_leak: 0.158 nW
==> power groups by stage <==
stage / Combinational, mW / Sequential [mW] / Clock [mW]
CTS: 0.0483 / 0 / 0
global route: 0.0537 / 0 / 0
finish: 0.0476 / 0 / 0
==> critical path, cell delays in order <==
cell and delay, ns:
sky130_fd_sc_hd__clkdlybuf4s50_1 0.41, sky130_fd_sc_hd__ha_1 0.25, sky130_fd_sc_hd__fa_1 0.42, sky130_fd_sc_hd__a21o_2 0.23, sky130_fd_sc_hd__a21oi_1 0.21, sky130_fd_sc_hd__xnor2_1 0.14, sky130_fd_sc_hd__clkdlybuf4s50_1 0.50
==> metrics by stage <==
step	worst slack, ns	hold WS (ns)
global placement	0.886	3.04
finish	0.846	3.03
CTS	0.847	3.04
global route	0.734	3.10
floorplan	1.91	2.07
detailed placement	0.850	3.04
==> per-layer routing <==
metal | vias up | share of wire, %
met5 | - | 0
met4 | 0 | 0
met3 | 0 | 22
met2 | 18 | 19
met1 | 81 | 58
li1 | 107 | -
==> synthesized netlist by cell type (all sizes together) <==
cell type	instances	area [sq um]
a21oi	3	18.8
fa	1	20.0
o21ai	1	5.00
o21bai	1	7.51
a21o	2	16.3
a211oi	1	12.5
xor2	2	17.5
xnor2	3	26.3
ha	5	62.6
==> cells by family (layout without fill, tap and decap cells) <==
logic type / count (synthesis) / count (layout)
compound gates: 8 / 8
buf+inv: 0 / 18
fa+ha+maj: 6 / 6
xor+xnor: 5 / 5
==> area by class of cell <==
cell class,count,area (sq um)
Fill cell,404,2990
Multi-Input combinational cell,19,186
Timing Repair Buffer,18,180
Tap cell,46,57.6
==> how the worst min path moves through the flow <==
stage,start,end,slack [ns]
4_1_cts,re_B[0],re_out[0],3.04
5_1_grt,re_B[0],re_out[0],3.10
6_report,re_B[0],re_out[0],3.03
Power is estimated from default activity; no workload was simulated.

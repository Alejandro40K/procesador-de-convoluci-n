--- /design/flow/design.v ---
module convolution_coprocesor_fsm(	
    input logic clk,
    input logic rstn,
    input logic start,
    input logic comp_i_out,
    input logic comp_j_out,
    input logic comp_indexH_out,
    output logic sel_j,
    output logic j_enable,
    output logic sel_i,
    output logic i_enable,
    output logic currentZ_en,
    output logic cunrrentZ_clr,
    output logic writeZ,
    output logic done,
    output logic busy
);
typedef enum logic[3:0] {S1, S2, S3, S4, S5, S6, S7, S8, S9, S10, S11, S12, S13, XX = 'x} state_t;
state_t state, next;
always_ff @(posedge clk or negedge rstn) begin
    if (!rstn)
        state <= S1;
    else
        state <= next;
end
always_comb begin
    next = XX;
    case (state)
        S1: begin
            if (start)
                next = S2;
            else
                next = S1;
        end
        S2: begin
            if (comp_i_out)
                next = S3;
            else if (comp_j_out)
                next = S7;
            else
                next = S11;
        end
        S3: next = S4;
        S4: begin
            if (comp_j_out)
                next = S7;
            else if (comp_indexH_out)
                next = S6;
            else
                next = S5;
        end
        S5: next = S6;
        S6: next = S7;
        S7: begin
            if (comp_indexH_out)
                next = S6;
            else if (comp_j_out)
                next = S7;
            else
                next = S8;
        end
        S8: next = S9;
        S9: next = S10;
        S10: if (comp_i_out)
                 next = S3;
              else
                 next = S11;
        S11: begin
                 if (comp_j_out)
                     next = S7;
                 else if (comp_indexH_out)
                     next = S6;
                 else
                     next = S12;
             end
        S12: begin
                 if (comp_i_out)
                     next = S3;
                 else
                     next = S13;
             end
        S13: next = S1;
        default: next = XX;
    endcase
end
always_ff @(posedge clk or negedge rstn) begin
    if (!rstn) begin
        busy <= 1'b0;
    end else begin
        busy <= 1'b1;
        sel_j = 1'b0;
        j_enable = 1'b0;
        sel_i = 1'b0;
        i_enable = 1'b0;
        currentZ_en = 1'b0;
        cunrrentZ_clr = 1'b0;
        writeZ = 1'b0;
        done = 1'b0;
        case (state)
            S1: begin
                     busy = 1'b0;
                 end
            S2: begin
                     sel_i = 1'b1;
                     i_enable = 1'b1;
                 end
            S4: begin
                     cunrrentZ_clr = 1'b1;
                     sel_j = 1'b1;
                     j_enable = 1'b1;
                 end
            S6: begin
                     currentZ_en = 1'b1;
                 end
            S7: begin
                     j_enable = 1'b1;
                 end
            S8: begin
                     i_enable = 1'b1;
                     writeZ = 1'b1;
                 end
            S11: begin
                      busy = 1'b0;
                      done = 1'b1;
                  end
            S13: begin
                      busy = 1'b0;
                  end
            default: begin
                           busy = 1'b0;
                      end
        endcase
    end
end
endmodule
--- /design/flow/run.sh ---
#!/bin/bash
# OpenROAD 26Q1-2900-gdf79404cd8, Yosys 0.63+post, stock flow scripts
make -C /OpenROAD-flow-scripts/flow DESIGN_CONFIG=/design/flow/config.mk WORK_HOME=/design/flow/orfs finish
--- /design/flow/config.mk ---
export PLATFORM = sky130hd
export DESIGN_NAME = convolution_coprocesor_fsm
export DESIGN_NICKNAME = convolution_coprocesor_fsm
export VERILOG_FILES = /design/flow/design.v
export SDC_FILE = /design/flow/constraint.sdc
export NUM_CORES = 4
export LEC_CHECK = 1
export CORE_AREA = 10 10 81 81
export DIE_AREA = 0 0 91 91
--- /design/flow/constraint.sdc ---
current_design convolution_coprocesor_fsm

set clk_period 1.1
set clk_io_pct 0.2

create_clock -name clk0 -period $clk_period [get_ports {clk}]

set non_clock_inputs [all_inputs -no_clocks]
set_input_delay [expr $clk_period * $clk_io_pct] -clock clk0 $non_clock_inputs
set_output_delay [expr $clk_period * $clk_io_pct] -clock clk0 [all_outputs]
==> changes_impl.md <==
### Physical design

* Part of the Yosys area used for sequential elements at 0.7800
* Capturing element of the worst setup path: writeZ
* Final Max Slew Viols at 0
* Peak VDD IR at 611.2 uV
* Gate Count Post-Synth at 44
* Number of buffers created by CTS at 3
* Number of distinct library cells after synthesis at 18
* Pwr per Cell Area at 1690 nW/um^2
* Number of enable flip-flop cells at 7
* Share of total power in the clock network at 0.420
* Warnings from Yosys at 1
* Iteration-0 DRC count of the detailed router at 18
* Avg WL per Cell at 9.344 um
* Drc violations at 0
* Die outline area at 8281 sq um
* Share of the clock period used by the worst path after layout at 0.9286
* CTS sink count at 20
* Pin count of the biggest net entering global routing at 14
* FILL cells at 528
* Avg Cell Area, Syn at 15.64 sq um
* Diode count at 0
* Routability cong. at 0.7887
* Worst-path clk slew at 70 ps
* Tally of max-capacitance violations at 0
* Initial antenna violation count at 0
* Count of boundary I/O pins at 15
* Count of input and output buffers at 13
* Number of hold buffers added after CTS at 0
* Kind of start point of the critical path: register
* Worst setup path category: reg2out
* Total leakage power at 0.0004540 uW
* Wire length of the first global-routing pass at 2097 um
* Worst clock skew on the final layout at 1.849 ps
* Most instantiated logic cells after routing: dfrtp_1, edfxtp_1, clkdlybuf4s50_1, clkdlybuf4s15_1, buf_4
* Worst endpoint required time at 880 ps
* Register-to-register setup slack at 110 ps
* Post-CTS Setup Repair Bufs at 0
* Skew-Pair Late Insertion Delay at 250 ps
* Endpoint arrival time on the critical path at 800 ps
* Setup repair after global routing missed its margin: false
* Slowest stage cell, crit path: edfxtp_1
* Area of the placeable core at 4817 sq um
* Share of flip-flops with an asynchronous set or reset after synthesis at 0.6500
* Number of H-tree levels at 1
* CTS tree: yes
* Final HPWL from detailed placement at 971.3 um
* Routed WL at 1224 um
* Cell area after synthesis at 688.2 sq um
* Layout Area Growth over Synthesis at 44.36%
* Part of the total power dissipated in combinational logic at 0.079
* Switching power summed over all nets at 292.3 uW
* Via density per instance at 2.840
* DR pass1 iterations at 3
* Number of routed nets with antenna violations at 0
* Top flip-flop cell by instance count after synthesis: dfrtp_1
* Number of rows created at floorplan at 25
* Floorplan die height at 91 um
* Maximum single-stage delay on the critical path at 360 ps
* Initial cell density of the core at 0.1429
* GRT overflow at 0
* Sw Share at 0.1741
* Layout cell share with drive strength beyond 1 at 0.2813
* Floorplan die width at 91 um
* Count of final hold-check violations at 0
* Highest attainable clock frequency at 979.0 MHz
* Combined buffer and inverter count along the critical path at 1
* Number of global-route vias before repair at 420
* Chip area in the Yosys report at 688.2 sq um
* Worst hold path type: in2async
* Worst R2R Start: state[10]
* Internal power component at 1387 uW
* Critical Path Source: writeZ
* Tightest hold margin at 289.6 ps
* Worst reg2reg path endpoint: j_enable
* CTS root buf: clkbuf_8
* Yosys cell count at 44
* Finish-stage setup viols at 0
* Largest buffer count on any clock path at 2
* Worst setup EP type: output pin
* Number of synthesized register bits at 20
* Top cell excl fill/tap: dfrtp_1
* Top cell family by delay on the critical path: flip-flops
* Dpl cell area at 937.1 sq um
* Run status: completed
* Minimum period implied by the final worst setup slack at 1021 ps
* Global Route Usage Sum at 0.03155
* Number of warnings the tools reported at 25
* DR vias at 372
* Reg2Reg Depth at 1
* Critical path depth at 1
* Sequential cell fraction of total power at 0.501
* CP cell instances: clkdlybuf4s15_1
* Final design area excluding fillers at 993.5 sq um
* Worst-path maximum fanout at 1
flip-flops by register name, indices dropped and copies added (netlist names):
signal and cells:
sel_i 1, sel_j 1, state 13, currentZ_en 1, j_enable 1, writeZ 1, i_enable 1, done 1
stage by stage:
stage | setup TNS (ps) | worst slack [ps] | power (uW) | std cells | utilization
6_report | 0 | 78.50 | 1679 | 131 | 0.2062
5_1_grt | 0 | 21.18 | 1761 | 131 | 0.2062
4_1_cts | 0 | 3.717 | 1708 | 131 | 0.2088
3_5_place_dp | -847.6 | -84.61 | 1005 | 127 | 0.1945
3_3_place_gp | -732.9 | -84.00 | 1003 | 127 | 0.1945
2_1_floorplan | 0 | 162.3 | 895.9 | 44 | -
area by class of cell:
cell class / instances / area (sq um) / area share
Clock inverter: 1 / 30.03 / 0.03023
Multi-Input combinational cell: 18 / 121.4 / 0.1222
Clock buffer: 3 / 41.29 / 0.04156
Sequential cell: 20 / 536.8 / 0.5403
Inverter: 4 / 15.01 / 0.01511
Timing Repair Buffer: 18 / 165.2 / 0.1662
Tap cell: 67 / 83.83 / 0.08438
metal layers:
layer,share of wire,GRT usage,vias to the layer above
met3,0.088,0.01909,2
met5,0,0,-
met1,0.53,0.04683,173
met2,0.38,0.03878,13
met4,0.0065,0.003916,0
li1,-,-,184
power groups by stage:
| stage | clock (uW) | combinational [uW] | sequential (uW) |
|---|---|---|---|
| CTS | 728 | 138 | 842 |
| global route | 763 | 150 | 849 |
| finish | 706 | 132 | 841 |
worst min-delay path by stage:
stage     from  slack, ps       end
6_report  rstn        290  state[9]
5_1_grt   rstn        280  state[2]
4_1_cts   rstn        280  state[2]
timing repair:
item	4_1_cts	5_1_grt
gates cloned	0	0
resized	14	5
endpoints found under the setup margin	8	5
kinds of logic (layout without fill, tap and decap cells):
kind of cell / after synthesis / count (layout) / synth area share
DFF: 20 / 20 / 0.7800
and+or+nand+nor: 10 / 10 / 0.08909
buffers and inverters: 6 / 26 / 0.04362
other: 1 / 1 / 0.005449
AOI/OAI and AO/OA: 7 / 7 / 0.08180
cell usage after synthesis (2+ instances only):
cell type	n	share of area
and2_1	3	0.027
or2_2	2	0.018
inv_1	3	0.016
nor2_1	2	0.011
edfxtp_1	7	0.31
a21o_1	3	0.033
dfrtp_1	12	0.44
buf_4	2	0.022
Power and IR drop assume default switching activity.

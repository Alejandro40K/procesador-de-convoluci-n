[design.v]
module convolution_coprocessor_mult 
#(
   parameter DATA_WIDTH = 8)
(
    input  [DATA_WIDTH-1 : 0] re_A,
	input  [DATA_WIDTH-1 : 0] re_B,
    output [DATA_WIDTH-1 : 0] re_out
);
	reg signed  [DATA_WIDTH -1: 0] temp_RA;
	reg signed  [DATA_WIDTH -1: 0] temp_RB;
	wire signed [DATA_WIDTH -1: 0] temp_RE;
	always@(re_A, re_B)
	begin
		temp_RA = re_A;
		temp_RB = re_B;
	end 
	assign temp_RE = temp_RA * temp_RB;
	assign re_out = temp_RE;
endmodule
[run.sh]
#!/bin/bash
# OpenROAD 26Q1-2900-gdf79404cd8, Yosys 0.63+post, stock flow scripts
make -C /OpenROAD-flow-scripts/flow DESIGN_CONFIG=/design/flow/config.mk WORK_HOME=/design/flow/orfs finish
[config.mk]
export PLATFORM = sky130hd
export DESIGN_NAME = convolution_coprocessor_mult
export DESIGN_NICKNAME = convolution_coprocessor_mult
export VERILOG_FILES = /design/flow/design.v
export SDC_FILE = /design/flow/constraint.sdc
export NUM_CORES = 4
export LEC_CHECK = 1
export CORE_AREA = 10 10 104 104
export DIE_AREA = 0 0 114 114
[constraint.sdc]
current_design convolution_coprocessor_mult

set clk_period 7.8
set clk_io_pct 0.2

create_clock -name clk0 -period $clk_period

set non_clock_inputs [all_inputs -no_clocks]
set_input_delay [expr $clk_period * $clk_io_pct] -clock clk0 $non_clock_inputs
set_output_delay [expr $clk_period * $clk_io_pct] -clock clk0 [all_outputs]
==> results.txt <==
run results: Pins Over Slew Limit 0, Seq share, synth 0%, Area Growth Syn to Fin 40.63%, core region area 8678 µm², Flops 0, met3 Track Usage GR 1.063%, Die Ht 114 µm, routed len/inst 8.550 µm, clock network fraction of design power 0%, RSZ-0062 raised after global routing false, Post-Layout Cell Count 242, CP Max Fanout 4, post-DP HPWL 1.933 mm, drc violations 0, fp_density 10.93%, vias 715, Tightest Hold Check Type input pin to output pin, setup bufs post-CTS 0, Sw Pwr 0.05969 mW, routability cong. 0.7868, # Cells Yosys 109, Synth cell types 14, total gr overflow 0, cell count after placement 242, number of global-route vias before repair 814, pin count of the biggest net entering global routing 9, Slew headroom 82.93%, syn_area_per_cell 8.701 µm², busiest grt layer met2, total negative slack 0 ns, YS warnings 1, Sequential Power Share 0%, fin crit share 96.03%, initial antenna violation count 0, Vias per Instance 2.955, PD cells 119.7 nW/µm², Startpoint Class input pin, part of the power in combinational logic 100.0%, switch share 37.38%, Setup CP Type input pin to output pin, crit end category output pin, Achievable Freq 133.5 MHz, Slew @ Worst Pin 0.2557 ns, pre-CTS setup slack 0.2622 ns, clock buf count 0, max-cap viol count 0, Mapped Cells 109, Req. time, crit path 6.24 ns, PortBufs 24, Synth Cell Area 948.4 µm², Int Pwr 0.1000 mW, num rows 34, register area 0 µm², GR Layer Usage met2 5.657%, Die Area 13000 µm², Tool Warnings 32, min Tclk post-route 7.491 ns, met1 GRT Util 4.863%, final setup fails 0, Final Hold Viols 0, TritonRoute pass-1 iters 2, peak supply drop 0.1267 mV, First DRT Iteration DRCs 7, Worst Setup Slack, final 0.3093 ns, share of cells above drive strength 1 7.463%, n_diodes 0, area reported by Yosys stat 948.4 µm², Global Route Usage Sum 3.521%, hold_ws 4.112 ns, IO Pins 24, first-pass GRT wire length 3.788 mm, hold-fix buffers at CTS 0, Die X 114 µm, Pleak 0.6364 nW, outcome finished, final reports clean, total routed wirelength 2.069 mm, Post-DRT Antenna Nets 0, Arr. time, crit path 5.93 ns
==> cell type report <==
class / count / area, µm²
fill: 1011 / 7345
multi-input combinational: 84 / 854.6
timing repair buffer: 25 / 250.2
tap: 108 / 135.1
inverter: 25 / 93.84
==> synthesized netlist by cell type <==
master   instances  area share (%)
a21o_1           1            0.79
nor2b_1          1            0.66
nand2_1         14             5.5
and2_2           6             4.7
xnor2_2          1             1.7
inv_1           25             9.9
ha_1            19              25
fa_1            12              25
nand2_2          2             1.3
xor2_1           2             1.8
a21oi_1          1            0.53
xnor2_1         10             9.2
and2_1          13             8.6
xnor3_1          2             4.7
==> power groups by stage <==
stage | Clock (mW) | Combinational (mW) | Sequential [mW]
finish | 0 | 0.160 | 0
global route | 0 | 0.188 | 0
CTS | 0 | 0.167 | 0
==> metrics by stage <==
stage	power, mW	instance area (µm²)	util [%]
floorplan	0.08749	948.4	-
global placement	0.1660	1331	15.34
detailed placement	0.1649	1331	15.34
CTS	0.1666	1331	15.34
global route	0.1876	1334	15.37
finish	0.1597	1334	15.37
==> repair_timing <==
item / 4_1_cts / 5_1_grt
hold endpoints to repair: 0 / 0
endpoints found under the setup margin: 0 / 1
gates resized: 0 / 1
==> final timing paths <==
path / slack (ns) / start / end / depth (start not counted)
max: 0.31 / re_B[4] / re_out[7] / 15
min: 4.11 / re_A[1] / re_out[1] / 4
==> layer usage <==
metal	wire length (µm)	up-vias	share of wire, %
met5	0	-	0
met4	0	0	0
met3	143	0	6.9
met2	893	21	43
met1	1033	318	50
li1	-	376	-
==> worst max-delay path, cell delays in order <==
cell             delay [ns]
clkdlybuf4s50_1        0.55
nand2_1                0.13
fa_1                   0.46
fa_1                   0.54
inv_1                  0.04
ha_1                   0.26
inv_1                  0.05
fa_1                   0.58
inv_1                  0.05
ha_1                   0.28
a21o_1                 0.17
a21oi_1                0.20
xnor3_1                0.24
xnor3_1                0.36
clkdlybuf4s50_1        0.46
==> logic make-up after synthesis <==
kind of cell / share of synthesized area [%]
and+or+nand+nor: 20.84
adders and majority gates: 50.40
buffers and inverters: 9.894
xor gates and xnor gates: 17.55
AOI/OAI and AO/OA: 1.319
==> cells in the final DEF, fill, tap and decap left out, types with 2 or more instances in the layout <==
cell,instances
inv_1,25
clkdlybuf4s50_1,23
ha_1,19
nand2_1,14
and2_1,13
fa_1,12
xnor2_1,10
and2_2,6
nand2_2,2
xor2_1,2
xnor3_1,2
No activity file was given, so power comes from the tool's default toggle rates.
